==> flow/design.v <==
module Rsa256Core(
	input i_clk,
	input i_rst,
	input i_start,
	input [255:0] i_a,
	input [255:0] i_d,
	input [255:0] i_n,
	output [255:0] o_a_pow_e,
	output o_finished,
	output o_num
);
typedef logic [258:0] i256;
typedef logic [15:0] i16;
i256 a, d, n;
i256 ans_r, ans_w;
i256 cd_r, cd_w, ctemp_r, ctemp_w;
i16 ccount_r, ccount_w;
i256 ma_r, ma_w, mb_r, mb_w, mans_r, mans_w;
i16 mcount_r, mcount_w;
typedef enum {
  S_IDLE,
  S_BEGIN,
  S_CALC
} MainState;
MainState main_state_r, main_state_w;
typedef enum {
  S_IDLEC,
  S_BEGINC,
  S_PRESHIFTC,
  S_LOOP1C,
  S_WAIT1C,
  S_LOOP2C,
  S_WAIT2C,
  S_POSTSHIFTC
} CoreState;
CoreState core_state_r, core_state_w;
typedef enum {
  S_IDLEM,
  S_BEGINM,
  S_LOOPM,
  S_ENDM
} MultiplerState;
MultiplerState mult_state_r, mult_state_w;
logic [15:0] num_r, num_w;
assign o_finished = (main_state_r == S_IDLE);
assign o_a_pow_e = ans_r;
assign o_num = num_r;
wire [258:0] ct1, ct2;
assign ct1 = (ctemp_r << 1);
assign ct2 = (ans_r[0] ? ans_r + n : ans_r);
wire [258:0] mt1, mt2;
assign mt1 = (mb_r[0] ? mans_r + ma_r : mans_r);
assign mt2 = (mt1[0] ? mt1 + n : mt1);
always_comb begin
  main_state_w = main_state_r;
  ans_w = ans_r;
  core_state_w = core_state_r;
  ctemp_w = ctemp_r;
  cd_w = cd_r;
  ccount_w = ccount_r;
  mult_state_w = mult_state_r;
  ma_w = ma_r;
  mb_w = mb_r;
  mans_w = mans_r;
  mcount_w = mcount_r;
  case (main_state_r)
    S_IDLE: begin
      main_state_w = i_start ? S_BEGIN : S_IDLE;
    end
    S_BEGIN: begin
      main_state_w = S_CALC;
      core_state_w = S_BEGINC;
    end
    S_CALC: begin
      if (core_state_r == S_IDLEC) begin
        main_state_w = S_IDLE;
      end
    end
  endcase
  case (core_state_r)
    S_BEGINC: begin
      core_state_w = S_PRESHIFTC;
      ctemp_w = a;
      ans_w = 1;
      cd_w = d;
      ccount_w = 255;
    end
    S_PRESHIFTC: begin
      ctemp_w = (ct1 >= n ? ct1 - n : ct1);
      if (ccount_r == 0) begin
        core_state_w = S_LOOP1C;
        ccount_w = 255;
      end else begin
        ccount_w = ccount_r - 1;
      end
    end
    S_LOOP1C: begin
      if (cd_r[0]) begin
        ma_w = ctemp_r;
        mb_w = ans_r;
        core_state_w = S_WAIT1C;
        mult_state_w = S_BEGINM;
      end else begin
        core_state_w = S_LOOP2C;
      end
    end
    S_WAIT1C: begin
      if (mult_state_r == S_IDLEM) begin
        ans_w = mans_r;
        core_state_w = S_LOOP2C;
      end
    end
    S_LOOP2C: begin
      if (ccount_r == 0) begin
        core_state_w = S_IDLEC;
      end else begin
        ma_w = ctemp_r;
        mb_w = ctemp_r;
        core_state_w = S_WAIT2C;
        mult_state_w = S_BEGINM;
        ccount_w = ccount_r - 1;
        cd_w = cd_r >> 1;
      end
    end
    S_WAIT2C: begin
      if (mult_state_r == S_IDLEM) begin
        ctemp_w = mans_r;
        core_state_w = S_LOOP1C;
      end
    end
  endcase
  case(mult_state_r)
    S_BEGINM: begin
      mcount_w = 255;
      mans_w = 0;
      mult_state_w = S_LOOPM;
    end
    S_LOOPM: begin
      mans_w = mt2 >> 1;
      mb_w = mb_r >> 1;
      mcount_w = mcount_r - 1;
      mult_state_w = (mcount_r == 0 ? S_ENDM : S_LOOPM);
    end
    S_ENDM: begin
      if (mans_r >= n) mans_w = mans_r - n;
      mult_state_w = S_IDLEM;
    end
  endcase
end
always_ff @(posedge i_clk or posedge i_rst) begin
  if (i_rst) begin
    main_state_r <= S_IDLE;
    mult_state_r <= S_IDLEM;
    core_state_r <= S_IDLEC;
    ans_r <= 0;
    cd_r <= 0;
    ctemp_r <= 0;
    ccount_r <= 0;
    ma_r <= 0;
    mb_r <= 0;
    mans_r <= 0;
    mcount_r <= 0;
    num_r <= 0;
  end else begin
    main_state_r <= main_state_w;
    mult_state_r <= mult_state_w;
    core_state_r <= core_state_w;
    ans_r <= ans_w;
    cd_r <= cd_w;
    ctemp_r <= ctemp_w;
    ccount_r <= ccount_w;
    ma_r <= ma_w;
    mb_r <= mb_w;
    mans_r <= mans_w;
    mcount_r <= mcount_w;
    num_r <= num_w;
    if (i_start) begin
      a <= i_a;
      d <= i_d;
      n <= i_n;
    end
  end
end
endmodule
module Rsa256Wrapper(
	input avm_rst,
	input avm_clk,
	output [4:0] avm_address,
	output avm_read,
	input [31:0] avm_readdata,
	output avm_write,
	output [31:0] avm_writedata,
	input avm_waitrequest,
  output [15:0] o_num
);
	localparam RX_BASE     = 0*4;
	localparam TX_BASE     = 1*4;
	localparam STATUS_BASE = 2*4;
	localparam TX_OK_BIT = 6;
	localparam RX_OK_BIT = 7;
	localparam S_GET_KEY = 0;
	localparam S_GET_DATA = 1;
	localparam S_WAIT_CALCULATE = 2;
	localparam S_SEND_DATA = 3;
  localparam CON_WORD_NUM = 0;  
  localparam ONE_WORD_NUM = 1;  
	logic [255:0] n_r, n_w, d_r, d_w, enc_r, enc_w, dec_r, dec_w;
	logic [4:0] avm_address_r, avm_address_w;
	logic avm_read_r, avm_read_w, avm_write_r, avm_write_w;
	logic rsa_start_r, rsa_start_w;
	logic rsa_finished;
	logic [255:0] rsa_dec;
  logic [3:0] counter_r, counter_w;
  logic [15:0] num_w, num_r;
	assign avm_address = avm_address_r;
	assign avm_read = avm_read_r;
	assign avm_write = avm_write_r;
	Rsa256Core rsa256_core(
		.i_clk(avm_clk),
		.i_rst(avm_rst),
		.i_start(rsa_start_r),
		.i_a(enc_r),
		.i_d(d_r),
		.i_n(n_r),
		.o_a_pow_e(rsa_dec),
		.o_finished(rsa_finished),
    .o_num(o_num)
	);
	task StartRead;
		input [4:0] addr;
		begin
			avm_read_w = 1;
			avm_write_w = 0;
			avm_address_w = addr;
		end
	endtask
	task StartWrite;
		input [4:0] addr;
		begin
			avm_read_w = 0;
			avm_write_w = 1;
			avm_address_w = addr;
		end
	endtask
  task DoNothing;
    begin
      avm_read_w = 0;
      avm_write_w = 0;
      avm_address_w = 0;
    end
  endtask
  typedef enum {
    S_IDLE,
    S_CHECK_RX,
    S_TO_RECEIVE,
    S_RECEIVING,
    S_CHECK_TX,
    S_TO_SEND,
    S_SENDING,
    S_WRITE_END_WAIT
  } IOState;
  IOState io_state_r, io_state_w;
  logic [255:0] read_buffer_r, read_buffer_w;
  logic [255:0] write_buffer_r, write_buffer_w;
	byte bytes_counter_r, bytes_counter_w;
  logic write_flag_r, write_flag_w;
  logic read_flag_r, read_flag_w;
  byte real_buffer_r, real_buffer_w;
  assign avm_writedata = write_buffer_r[255-:8];
  typedef enum { 
    S_BEGIN, 
    S_READ_N,
    S_READ_D, 
    S_READ_A, 
    S_CALC_BEGIN,
    S_CALC_WAIT, 
    S_WRITE_ANS
  } MainState;
  MainState main_state_r, main_state_w;
	always_comb begin
    enc_w = enc_r;
    dec_w = dec_r;
    n_w = n_r;
    d_w = d_r;
    avm_read_w = avm_read_r;
    avm_write_w = avm_write_r;
    avm_address_w = avm_address_r;
    io_state_w = io_state_r;
    counter_w = counter_r;
    bytes_counter_w = bytes_counter_r;
    num_w = num_r;
    num_w[3:0] = main_state_r;
    num_w[7:4] = io_state_r;
    read_buffer_w = read_buffer_r;
    write_buffer_w = write_buffer_r;
    read_flag_w = read_flag_r;
    write_flag_w = write_flag_r;
    case (io_state_r)
      S_IDLE: begin
        io_state_w = write_flag_r ? S_CHECK_TX : (
                     read_flag_r ? S_CHECK_RX : S_IDLE);
        bytes_counter_w = 0;
        DoNothing();
      end 
      S_CHECK_RX: begin
        StartRead(STATUS_BASE);
        io_state_w = S_TO_RECEIVE;
      end
      S_TO_RECEIVE: begin
        if (!avm_waitrequest) begin
          DoNothing();
          if (avm_readdata[RX_OK_BIT]) begin
            StartRead(RX_BASE);
            io_state_w = S_RECEIVING;
          end else begin
            io_state_w = S_CHECK_RX;
          end
        end
      end
      S_RECEIVING: begin
        if (!avm_waitrequest) begin
          DoNothing();
          read_buffer_w = (read_buffer_r << 8) + avm_readdata[7:0];
          bytes_counter_w = bytes_counter_r + 1;
          io_state_w = bytes_counter_r == 31 ? S_IDLE : S_CHECK_RX;
          read_flag_w = bytes_counter_r == 31 ? 0 : 1;
        end
      end
      S_CHECK_TX: begin
        StartRead(STATUS_BASE);
        io_state_w = S_TO_SEND;
      end
      S_TO_SEND: begin
        if(!avm_waitrequest) begin
          DoNothing();
          if(avm_readdata[TX_OK_BIT]) begin
            StartWrite(TX_BASE);
            io_state_w = S_SENDING;
          end else begin
            io_state_w = S_CHECK_TX;
          end
        end
      end
      S_SENDING: begin
        if(!avm_waitrequest) begin
          DoNothing();
          write_buffer_w = write_buffer_r << 8;
          bytes_counter_w = bytes_counter_r + 1;
          io_state_w = bytes_counter_r == 31 ? S_IDLE : S_CHECK_TX;
          write_flag_w = 0;
        end
      end
    endcase
    main_state_w = main_state_r;
    rsa_start_w = rsa_start_r;
    case (main_state_r)
      S_BEGIN: begin
        main_state_w = S_READ_N;
        read_flag_w = 1;
      end
      S_READ_N: begin
        if (!read_flag_r) begin
          main_state_w = S_READ_D;
          n_w = read_buffer_r;
          read_flag_w = 1;
        end
      end
      S_READ_D: begin
        if (!read_flag_r) begin
          main_state_w = S_READ_A;
          d_w = read_buffer_r;
          read_flag_w = 1;
        end
      end
      S_READ_A: begin
        if (!read_flag_r) begin
          main_state_w = S_CALC_BEGIN;
          enc_w = read_buffer_r;
          rsa_start_w = 1;
        end
      end
      S_CALC_BEGIN: begin
        rsa_start_w = 0;
        main_state_w = S_CALC_WAIT;
      end
      S_CALC_WAIT: begin
        if (rsa_finished) begin
          write_flag_w = 1;
          write_buffer_w = rsa_dec;
          main_state_w = S_WRITE_ANS;
        end
      end
      S_WRITE_ANS: begin
        if (!write_flag_r) begin
          main_state_w = S_READ_A;
          read_flag_w = 1;
        end
      end
    endcase
  end
	always_ff @(posedge avm_clk or posedge avm_rst) begin
		if (avm_rst) begin
			n_r <= 0;
			d_r <= 0;
			enc_r <= 0;
			dec_r <= 0;
			avm_address_r <= STATUS_BASE;
			avm_read_r <= 1;
			avm_write_r <= 0;
			rsa_start_r <= 0;
      io_state_r <= S_IDLE;
      counter_r <= 0;
      num_r <= 0;
      write_buffer_r <= '0;
      read_buffer_r <= '0;
			bytes_counter_r <= 0;
      write_flag_r <= 0;
      read_flag_r <= 0;
      main_state_r <= S_BEGIN;
		end else begin
			n_r <= n_w;
			d_r <= d_w;
			enc_r <= enc_w;
			dec_r <= dec_w;
			avm_address_r <= avm_address_w;
			avm_read_r <= avm_read_w;
      avm_write_r <= avm_write_w;
			rsa_start_r <= rsa_start_w;
      io_state_r <= io_state_w;
      counter_r <= counter_w;
      num_r <= num_w;
      write_buffer_r <= write_buffer_w;
      read_buffer_r <= read_buffer_w;
      write_flag_r <= write_flag_w;
      read_flag_r <= read_flag_w;
			bytes_counter_r <= bytes_counter_w;
      main_state_r <= main_state_w;
		end
	end
endmodule
==> flow/run.sh <==
#!/bin/bash
# OpenROAD 26Q1-2900-gdf79404cd8, Yosys 0.63+post, stock flow scripts
make -C /OpenROAD-flow-scripts/flow DESIGN_CONFIG=/design/flow/config.mk WORK_HOME=/design/flow/orfs finish
==> flow/config.mk <==
export PLATFORM = sky130hd
export DESIGN_NAME = Rsa256Wrapper
export DESIGN_NICKNAME = Rsa256Wrapper
export VERILOG_FILES = /design/flow/design.v
export SDC_FILE = /design/flow/constraint.sdc
export NUM_CORES = 4
export LEC_CHECK = 1
export CORE_UTILIZATION = 30
==> flow/constraint.sdc <==
current_design Rsa256Wrapper

set clk_period 120.6
set clk_io_pct 0.2

create_clock -name clk0 -period $clk_period [get_ports {avm_clk}]

set non_clock_inputs [all_inputs -no_clocks]
set_input_delay [expr $clk_period * $clk_io_pct] -clock clk0 $non_clock_inputs
set_output_delay [expr $clk_period * $clk_io_pct] -clock clk0 [all_outputs]
==> impl_metrics.toml <==
# yosys + openroad results
[timing]
fin_setup_tns_ns = 0
setup_viol = 0
tightestPinTransition_ns = 1.21
whs_ns = 0.385
slew_violations = 0
slew_headroom = 0.182
rsz0062_at_grt = "false"
finalHoldViolCount = 0
skew_ns = 0.141
fin_crit_sh = 0.236
max_freq_mhz = 35.2
layout_min_cycle_time_ns = 28.42

[worst_hold_path]
worstHoldPathCells = 0
hold_start = "d_r[248]"
whs_endpoint = "rsa256_core.d[248]"
min_path_type = "reg -> reg"

[grt]
antenna_found_initial = 41
grt.met1_usage = 0.399
grt_max_degree = 111
grt-busiest-layer = "met1"
grt_use_met3 = 0.0759
grt_use_met2 = 0.377
grt_pass1_vias = 184000
grt_first_pass_wirelength_um = 1380000
grt_overflow = 0
grt.total_usage = 0.263

[layout]
mostFrequentLayoutCells = "nand2_1 (4457), dfrtp_1 (2893), o21ai_0 (2291), a21oi_1 (2264), nor2_1 (1789)"
synthToLayoutAreaGrowth_pct = 11.6
fill_cells = 74900
stdcell_area_mm2 = 0.247
fin_cells = 34400
final_util = 0.336
layout.cells.most_common = "nand2_1"
drive_above_1_share = 0.0970

[floorplanning]
die_area_mm2 = 0.741
num_rows = 315
core_area_mm2 = 0.735
chipHeight_um = 861
die_w_um = 861
ios = 90
fp-utilization = 0.301

[route]
drt_iter0_markers = 15700
vias = 187000
wire_per_inst_um = 27.9
drc = 0
drt-total-wl_um = 960000
firstDrtPassIters = 6
vias_per_cell = 5.44
final_antenna_net_count = 0

[logic_synthesis]
yosys_warnings = 19
yosysUniqueCellTypes = 110
ys.flop_type = "dfrtp_1"
ys_seq_frac = 0.433
synth-async-reset-ratio = 0.791
syn_avg_cell_area_um2 = 8.97
ys_area_mm2 = 0.221
ys_seq_elements = 3674
yosys_cells = 24600
syn_inst = 24600
syn_area_mm2 = 0.221
synth-edff-count = 768

[setup_path]
worstPathArrival_ns = 29.58
end_kind = "async pin"
crit_fanout = 99
r2r_start = "rsa256_core.mans_r[0]"
r2r_setup_slack_ns = 107.16
worstReg2RegEnd = "rsa256_core.mans_r[252]"
required_ns = 121.77
criticalPathCategory = "in -> async"
start_kind = "input port"
rr_worst_depth = 42

[pwr]
power_frac_seq = 0.452
p_clk_frac = 0.427
pwr-share-comb = 0.121
internal-power_mw = 2.26
power.switching_mw = 0.932
leakagePower_nw = 105
vdd_drop_max_mv = 0.0138
power.density_mw_per_mm2 = 12.9
swShare = 0.292

[outcome]
status = "completed"

[clock_tree]
cts_buffer_depth = 4
ctsHoldBuffers = 0
cts.sinks = 3674
post_cts_resized = 0
h-tree-depth = 5
cts-buffers-inserted = 416
cts_root_buffer = "clkbuf_16"
cts_tree = "done"
post-cts-setup-buffers = 0
clk_pin_slew_ns = 0.06
insertion_delay_ns = 1.12

[place]
port_buffers = 22
hpwl_um = 773000
dp_cells = 33600
gp_congestion = 0.992
postPlaceCellArea_mm2 = 0.232

[flow_run]
maxCapViolations = 0
warning_count = 61
-- critical path, cell delays in order --
cell	delay, ns
clkdlybuf4s50_1	0.54
inv_8	0.55
buf_4	0.70
buf_4	0.50
buf_4	0.51
buf_4	0.65
buf_4	0.65
buf_4	0.55
buf_4	0.57
-- how the worst max path moves through the flow --
stage / startpoint / end / slack, ns / depth (start not counted)
after CTS: avm_rst / d_r[77] / 92.02 / 9
after global routing: avm_rst / d_r[79] / 91.43 / 9
final: avm_rst / d_r[77] / 92.18 / 9
-- cell families (layout without fill, tap and decap cells) --
kind of cell               Yosys count  in the layout  share of synthesized area
AOI/OAI and AO/OA                 7150           7150                      0.194
and+or+nand+nor                   7804           7804                      0.148
other                                1             62                  0.0000170
buffers and inverters             2163           1986                     0.0387
xor gates and xnor gates          1008           1008                     0.0399
adders and majority gates         1033           1033                     0.0586
DFF                               3674           3674                      0.433
muxes                             1811           1811                     0.0878
-- metrics by stage --
stage               setup WS (ns)  power (mW)
floorplan                   14.32        1.75
global placement            90.83        1.85
detailed placement          90.85        1.85
CTS                         92.02        3.22
global route                91.43        3.31
finish                      92.18        3.19
-- cell usage after synthesis, types with 76 or more instances --
cell type	instances	area, µm²
nand4_1	527	3300
nand3_1	167	836
edfxtp_1	768	23100
a221oi_1	117	1020
o211ai_1	79	593
nand2b_1	107	669
dfrtp_1	2899	72500
a22oi_1	159	1190
o21bai_1	333	2500
mux2i_1	782	7830
xor2_1	385	3370
o21a_1	142	1070
mux2_2	1028	11600
nor2_1	1793	6730
xnor2_1	623	5460
nor4_1	81	507
a21o_1	390	2930
nor2b_1	88	551
nor3_1	271	1360
a21oi_1	2267	11300
inv_1	660	2480
o21ai_0	2296	11500
clkbuf_1	1287	4830
a31oi_1	342	2140
o31ai_1	85	638
a22o_1	273	2390
o21ai_1	76	380
nand2_1	4462	16700
ha_1	1029	12900
-- sequential cells by signal, summed over array words and instances, names as in the netlist, 6 cells and up, named ones only --
name and count:
read_buffer_r 256, rsa256_core.mans_r 259, rsa256_core.mcount_r 16, rsa256_core.ma_r 259
main_state_r 6, rsa256_core.ctemp_r 259, rsa256_core.d 256, rsa256_core.ccount_r 16
io_state_r 7, n_r 256, rsa256_core.ans_r 259, rsa256_core.n 256
bytes_counter_r 8, rsa256_core.a 256, enc_r 256, d_r 256
write_buffer_r 256, rsa256_core.mb_r 259, rsa256_core.core_state_r 7, rsa256_core.cd_r 256
-- power by group through the flow --
stage | combinational (mW) | sequential, mW | clock, mW
6_report | 0.387 | 1.44 | 1.36
5_1_grt | 0.424 | 1.45 | 1.44
4_1_cts | 0.385 | 1.45 | 1.39
-- metal layers --
metal	wire, µm	vias to the layer above
met2	409000	5392
met1	442000	93500
met3	77800	1000
met4	31200	22
met5	150	-
li1	-	87100
-- cell type report --
| class | instances | area [µm²] | area share |
|---|---|---|---|
| clock buffer | 554 | 11500 | 0.0467 |
| sequential | 3674 | 95800 | 0.388 |
| timing repair buffer | 538 | 4260 | 0.0172 |
| multi-input combinational | 18900 | 117000 | 0.475 |
| inverter | 663 | 2510 | 0.0102 |
| tap | 9827 | 12300 | 0.0498 |
| antenna | 18 | 45.0 | 0.000182 |
| clock inverter | 231 | 3110 | 0.0126 |
Power is estimated from default activity; no workload was simulated.
