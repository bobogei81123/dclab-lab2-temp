==> design/flow/design.v <==
module SevenHexDecoder(
	input [3:0] i_hex,
	output logic [6:0] o_seven_ten,
	output logic [6:0] o_seven_one
);
	parameter D0 = 7'b1000000;
	parameter D1 = 7'b1111001;
	parameter D2 = 7'b0100100;
	parameter D3 = 7'b0110000;
	parameter D4 = 7'b0011001;
	parameter D5 = 7'b0010010;
	parameter D6 = 7'b0000010;
	parameter D7 = 7'b1011000;
	parameter D8 = 7'b0000000;
	parameter D9 = 7'b0010000;
	always_comb begin
    case(i_hex)
      4'h0: begin o_seven_ten = D0; o_seven_one = D0; end
      4'h1: begin o_seven_ten = D0; o_seven_one = D1; end
      4'h2: begin o_seven_ten = D0; o_seven_one = D2; end
      4'h3: begin o_seven_ten = D0; o_seven_one = D3; end
      4'h4: begin o_seven_ten = D0; o_seven_one = D4; end
      4'h5: begin o_seven_ten = D0; o_seven_one = D5; end
      4'h6: begin o_seven_ten = D0; o_seven_one = D6; end
      4'h7: begin o_seven_ten = D0; o_seven_one = D7; end
      4'h8: begin o_seven_ten = D0; o_seven_one = D8; end
      4'h9: begin o_seven_ten = D0; o_seven_one = D9; end
      4'ha: begin o_seven_ten = D1; o_seven_one = D0; end
      4'hb: begin o_seven_ten = D1; o_seven_one = D1; end
      4'hc: begin o_seven_ten = D1; o_seven_one = D2; end
      4'hd: begin o_seven_ten = D1; o_seven_one = D3; end
      4'he: begin o_seven_ten = D1; o_seven_one = D4; end
      4'hf: begin o_seven_ten = D1; o_seven_one = D5; end
    endcase
	end
endmodule
==> design/flow/run.sh <==
#!/bin/bash
# OpenROAD 26Q1-2900-gdf79404cd8, Yosys 0.63+post, stock flow scripts
make -C /OpenROAD-flow-scripts/flow DESIGN_CONFIG=/design/flow/config.mk WORK_HOME=/design/flow/orfs finish
==> design/flow/config.mk <==
export PLATFORM = sky130hd
export DESIGN_NAME = SevenHexDecoder
export DESIGN_NICKNAME = SevenHexDecoder
export VERILOG_FILES = /design/flow/design.v
export SDC_FILE = /design/flow/constraint.sdc
export NUM_CORES = 4
export LEC_CHECK = 1
export CORE_AREA = 10 10 70 70
export DIE_AREA = 0 0 80 80
==> design/flow/constraint.sdc <==
current_design SevenHexDecoder

set clk_period 1.6
set clk_io_pct 0.2

create_clock -name clk0 -period $clk_period

set non_clock_inputs [all_inputs -no_clocks]
set_input_delay [expr $clk_period * $clk_io_pct] -clock clk0 $non_clock_inputs
set_output_delay [expr $clk_period * $clk_io_pct] -clock clk0 [all_outputs]
==> impl_metrics.toml <==
# generated from flow reports
[place]
dp.cells = 103
hpwl_microns = 742
dp_slack_ps = -762
placed_area_sq_um = 498
routabilityCongestion = 0.787
io_buffers = 15

[layout]
layout_top_cells = "buf_4 (13), buf_6 (6), dlygate4sd2_1 (5)"
final_common_cell = "buf_4"
drive_gt1_share_pct = 54.4
finalInstanceArea_sq_um = 662
register_area_sq_um = 0
clock_buffers = 0
ff_count = 0
fin_cells = 114
logic_area_sq_um = 302
nFillCells = 383
syn_to_final_growth_pct = 113

[grt]
grt_pass1_vias = 374
grt_max_degree = 7
grt_util_all_layers_pct = 3.28
grt_pass1_wl_microns = 1790
overflow = 0
antenna_found_initial = 0

[worst_setup_path]
worstSetupStartpoint = "i_hex[3]"
crit_required_ps = 1280
cp_max_fo = 5
critPathMaxStageDelay_ps = 200
start_kind = "input pin"
worstPathArrival_ps = 1240
cp-end-kind = "primary output"
cp_slowest_cell = "clkdlybuf4s15_1"
path_cells = "buf_2 > buf_6 > buf_4 > nor2_2 > a21oi_1 > o21ai_1 > clkdlybuf4s15_1"
critPathKind = "input pin to primary output"

[power_and_ir_drop]
p_leak_nw = 0.297
switching_share_pct = 39.7
p_int_mw = 0.0922
power_density_mw_per_mm2 = 231
p_seq_share_pct = 0
combinationalPowerShare_pct = 100.0
irDropWorstVdd_mv = 0.0426
switching_power_mw = 0.0607
clock_power_share_pct = 0

[sta]
slew_viol_final = 0
timing.final.crit_share_pct = 97.5
hold_viol = 0
setup_viol = 0
setup_ws_ps = 40.3
holdWs_ps = 1130
timing.final.crit_period_ps = 1560
max_freq_mhz = 641

[synth]
netlist.area_leader.share_pct = 24.2
netlist-cell-type-count = 18
topCellsByArea = "ha_1 (24%), buf_4 (15%), mux2i_1 (9.7%)"
syn_avg_cell_area_sq_um = 7.22
yosysSeqAreaShare_pct = 0
syn_area_sq_um = 310
netlist_instances = 43
synth_warnings = 1
synth_top_cell_by_area = "ha_1"
yosys_cells = 43
synth_chip_area_sq_um = 310

[drt]
detail_route.wirelength_microns = 1130
num_vias = 354
postRouteAntennaNets = 0
drtPass1Iterations = 2
drc = 0
wl_per_cell_microns = 9.91
vias_per_cell = 3.11
drt_iter0_markers = 18
n_antenna_cell = 0

[status]
status = "completed"

[floorplanning]
die_x_microns = 80
core_sq_mm = 0.00342
dieArea_sq_mm = 0.00640
fp_util_pct = 9.08
io_pins = 18
die_h_microns = 80
rows = 21

[hold_path]
holdCritPathClass = "input pin to primary output"
worstHoldPathCells = 5
worstHoldEndpoint = "o_seven_one[4]"
min-delay-start = "i_hex[3]"

[run]
warning_count = 37
maxCapViolCount = 0
[synth_stat cells, drive strengths merged]
| library cell | instances |
|---|---|
| buf | 9 |
| nor2b | 2 |
| nor2 | 3 |
| inv | 2 |
| o22ai | 1 |
| xor2 | 1 |
| a21oi | 4 |
| conb | 2 |
| nand2 | 4 |
| ha | 6 |
| mux2i | 3 |
| o21a | 1 |
| nand3 | 2 |
| a211oi | 1 |
| o21ai | 2 |
[how the worst max path moves through the flow]
stage / slack (ps) / to
4_1_cts: 6 / o_seven_ten[4]
5_1_grt: -40 / o_seven_one[3]
6_report: 40 / o_seven_one[5]
[routing by layer]
metal  vias to the layer above  part of all wire [%]  global-route usage [%]  routed length (microns)
met3                         0                   6.2                   0.682                       70
met5                         -                     0                       0                        0
met1                       163                    49                    4.75                      558
met4                         0                     0                       0                        0
li1                        180                     -                       -                        -
met2                        11                    44                    5.14                      502
[power groups by stage]
| stage | registers, mW | logic, mW | clock network [mW] |
|---|---|---|---|
| after CTS | 0 | 0.140 | 0 |
| after global routing | 0 | 0.168 | 0 |
| final | 0 | 0.153 | 0 |
[area by class of cell]
class              count  share of cell area (%)
well taps             46                    8.70
repair buffers        33                    43.9
inverters              2                    1.89
multi-input cells     33                    45.6
[logic make-up (layout without fill, tap and decap cells)]
family | Yosys count | count (layout) | synth area share (%)
AOI/OAI and AO/OA | 9 | 9 | 18.1
xor gates and xnor gates | 1 | 1 | 2.82
adders and majority gates | 6 | 6 | 24.2
buffers and inverters | 11 | 35 | 27.0
muxes | 3 | 3 | 9.68
other | 2 | 3 | 2.42
and+or+nand+nor | 11 | 11 | 15.7
[critical path, delay by kind of cell]
family          cells  cell delay (ps)
compound gates      2              210
simple gates        1              120
buf+inv             4              590
[stage by stage]
stage	utilization [%]	TNS (ps)	total power [mW]
2_1_floorplan	-	0	0.0582
3_3_place_gp	14.6	-6030	0.117
3_5_place_dp	14.6	-6140	0.117
4_1_cts	18.6	0	0.140
5_1_grt	19.4	-38.0	0.168
6_report	19.4	0	0.153
[timing repair]
item	4_1_cts	5_1_grt
gates cloned	1	0
pin swaps	6	5
hold buffers	0	0
endpoints found under the setup margin	11	6
resized	48	12
buffers inserted	9	2
Power is estimated from default activity; no workload was simulated.
